File: design/flow/config.mk
export PLATFORM = sky130hd
export DESIGN_NAME = top
export DESIGN_NICKNAME = top
export VERILOG_FILES = /design/flow/design.v
export SDC_FILE = /design/flow/constraint.sdc
export NUM_CORES = 4
export LEC_CHECK = 1
export CORE_UTILIZATION = 40
File: design/flow/constraint.sdc
current_design top

set clk_period 5.2
set clk_io_pct 0.2

create_clock -name clk0 -period $clk_period [get_ports {rclk}]
create_clock -name clk1 -period $clk_period [get_ports {wclk}]

set non_clock_inputs [all_inputs -no_clocks]
set_input_delay [expr $clk_period * $clk_io_pct] -clock clk0 $non_clock_inputs
set_output_delay [expr $clk_period * $clk_io_pct] -clock clk0 [all_outputs]
File: design/flow/design.v
`timescale 1ns / 1ps
module top #(parameter datawidth = 8, addr_width = 3)
(
  input  [datawidth-1:0] wdata,
  input  winc, wclk,
  input  rinc, rclk,
  input  wrst_n, rrst_n,
  output [datawidth-1:0] rdata,
  output wfull, rempty
);
  wire [addr_width:0] wptr, rptr;
  wire [addr_width:0] wq2_rptr, rq2_wptr;
  wire [addr_width:0] b2gr, b2gw;
  wire [addr_width:0] g2br, g2bw;
  wire [addr_width-1:0] waddr, raddr;
  wire wclken;
  assign wclken = winc & (~wfull);
  twoflopsync #(.addr_width(addr_width)) s1 (
    .clk(wclk), .rstn(wrst_n), .ptr(b2gw), .q2(g2bw)
  );
  twoflopsync #(.addr_width(addr_width)) s2 (
    .clk(rclk), .rstn(rrst_n), .ptr(b2gr), .q2(g2br)
  );
  binary2gray #(.addr_width(addr_width)) s3 (
    .data(wptr), .gray(b2gw)
  );
  binary2gray #(.addr_width(addr_width)) s4 (
    .data(rptr), .gray(b2gr)
  );
  gray2binary #(.addr_width(addr_width)) s5 (
    .gray(g2bw), .binary(rq2_wptr)
  );
  gray2binary #(.addr_width(addr_width)) s6 (
    .gray(g2br), .binary(wq2_rptr)
  );
  rptr_and_empty #(.addr_width(addr_width)) s7 (
    .rinc(rinc), .rclk(rclk), .rrst_n(rrst_n),
    .rq2_wptr(rq2_wptr), .rptr(rptr), .raddr(raddr), .rempty(rempty)
  );
  wptr_and_full #(.addr_width(addr_width)) s8 (
    .winc(winc), .wclk(wclk), .wrst_n(wrst_n),
    .wq2_rptr(wq2_rptr), .wptr(wptr), .waddr(waddr), .wfull(wfull)
  );
  fifomem #(.addr_width(addr_width), .datawidth(datawidth)) s9 (
    .wdata(wdata), .wclken(wclken), .wclk(wclk),
    .waddr(waddr), .raddr(raddr), .rdata(rdata), .rempty(rempty)
  );
endmodule
module fifomem #(parameter datawidth = 8, parameter addr_width = 3)
(
  input  [datawidth-1:0] wdata,
  input                  wclken,
  input                  wclk,
  input                  rempty,
  input  [addr_width-1:0] waddr,
  input  [addr_width-1:0] raddr,
  output [datawidth-1:0] rdata
);
  localparam fifo_depth = 1 << addr_width;
  reg [datawidth-1:0] fifo_ram [0:fifo_depth-1];
  always @(posedge wclk) begin
    if (wclken)
      fifo_ram[waddr] <= wdata;
  end
  assign rdata = rempty?0:fifo_ram[raddr];
endmodule
module wptr_and_full #(parameter addr_width = 3)
(
  input winc,
  input wclk,
  input wrst_n,
  input [addr_width:0] wq2_rptr,   
  output reg [addr_width:0] wptr,
  output reg [addr_width-1:0] waddr,
  output wfull
);
  wire [addr_width:0] wptr_next = wptr + 1;
  assign wfull = (wq2_rptr=={~wptr[addr_width],wptr[addr_width-1:0]});
  always @(posedge wclk or negedge wrst_n) begin
    if (!wrst_n) begin
      wptr  <= 0;
      waddr <= 0;
    end else begin
      if (winc && !wfull)
        wptr <= wptr_next;
      waddr <= wptr[addr_width-1:0];
    end
  end
endmodule
module twoflopsync #(parameter addr_width=3) (input clk,rstn,input [addr_width:0] ptr,output reg [addr_width:0] q2);
  reg [addr_width:0] q1;
  always@(posedge clk or negedge rstn) begin
    if(!rstn) begin
      q2<=0;
      q1<=0;end
    else begin
      q1<=ptr;
      q2<=q1;
    end  
  end
endmodule
  module rptr_and_empty #(parameter addr_width = 3)
(
  input rinc,
  input rclk,
  input rrst_n,
  input [addr_width:0] rq2_wptr,   
  output reg [addr_width:0] rptr,
  output reg [addr_width-1:0] raddr,
  output rempty
);
  wire [addr_width:0] rptr_next = rptr + 1;
  assign rempty = (!rrst_n) || (rq2_wptr == rptr);
  always @(posedge rclk or negedge rrst_n) begin
    if (!rrst_n) begin
      rptr <= 0;
      raddr <= 0;
    end else begin
      if (rinc && !rempty)
        rptr <= rptr_next;
      raddr <= rptr[addr_width-1:0];
    end
  end
endmodule
module gray2binary #(parameter addr_width = 3)(
    input  [addr_width:0] gray,
    output reg [addr_width:0] binary
);
    integer i;
    always @(*) begin
        binary[addr_width] = gray[addr_width];   
        for (i = addr_width - 1; i >= 0; i = i - 1)
            binary[i] = binary[i + 1] ^ gray[i];
    end
endmodule
module binary2gray #(parameter addr_width=3)(
    input  [addr_width:0] data,
    output reg [addr_width:0] gray
);
    integer i;
    always @(*) begin
        gray[addr_width] = data[addr_width];
        for(i = addr_width; i > 0; i = i - 1)
            gray[i-1] = data[i] ^ data[i-1];
    end
endmodule
File: design/flow/run.sh
#!/bin/bash
# OpenROAD 26Q1-2900-gdf79404cd8, Yosys 0.63+post, stock flow scripts
make -C /OpenROAD-flow-scripts/flow DESIGN_CONFIG=/design/flow/config.mk WORK_HOME=/design/flow/orfs finish
==> flow_summary_export.csv <==
group,metric,value,unit
run_status,status,"complete, no violations",
sta,clock_skew,7.24,ps
synthesis,yosys_cells,213,
global_route,grt_pass1_vias,1993,
power_and_ir_drop,ir_drop,0.000280,V
synthesis,synth_area_per_cell,18.2,um^2
critical_path,worstPathRequired,4160,ps
critical_path,worstPathArrival,2830,ps
clocking,hold_buffers,0,
critical_path,cp-end-kind,"output port",
global_route,grt-ovfl-total,0,
routing,insertedDiodeCount,0,
synthesis,ys_area,0.00387,mm^2
clocking,post_cts_buffers,0,
power_and_ir_drop,switchingPower,857,uW
floorplanning,ios,24,
clocking,cts_tree,"yes",
power_and_ir_drop,p_seq_share,45.7,%
routing,detail-route-antenna-nets,0,
global_route,antenna_found_initial,0,
placement,io_buffers,22,
job,drv_cap,0,
floorplanning,rows,35,
synthesis,yosys_warnings,6,
critical_path,cpPeakStageDelay,790,ps
critical_path,crit_path_frequent_cell,"clkdlybuf4s50_1",
critical_path,critPathKind,"input port to output port",
synthesis,ys_seq_share,69.1,%
placement,placed_cells,365,
routing,drt_iter0_drc,50,
placement,place_hpwl,4200,um
critical_path,worstPathCellList,"clkdlybuf4s50_1 > buf_4 > nor3b_1 > clkdlybuf4s50_1",
critical_path,cp_slowest_cell,"clkdlybuf4s50_1",
synthesis,ys_types,44,
critical_path,startpoint_type,"input port",
routing,firstDrtPassIters,4,
cells_and_area,seq_area,0.00267,mm^2
synthesis,edf_count,64,
floorplanning,die_h,100,um
sta,setup_violations,0,
cells_and_area,final_layout_size_suffix_gt1_share,20.3,%
floorplanning,initCoreUtil,41.7,%
global_route,grt_use_total,15.4,%
min_path,min_path_type,"register to register",
job,openroad.warnings,26,
power_and_ir_drop,switching_share,32.5,%
routing,drcViolationCount,0,
placement,place.gp.congestion,0.795,
synthesis,synthCells,213,
sta,slew_headroom,50.1,%
sta,hold_viol,0,
power_and_ir_drop,powerDensity,583,mW/mm^2
clocking,clkSlewWorstSetupHoldPaths,60,ps
global_route,grt_pass1_wl,10700,um
routing,wl_per_cell,16.9,um
floorplanning,coreArea,0.00928,mm^2
synthesis,async_flop_share,31.9,%
synthesis,syn_area,0.00387,mm^2
sta,tightestPinTransition,728,ps
sta,fin_setup_tns,0,ps
cells_and_area,combGateArea,0.00116,mm^2
cells_and_area,fin_cells,385,
global_route,grt_start_max_net_pins,18,
power_and_ir_drop,p_leak,0.00162,uW
floorplanning,die_area,0.0101,mm^2
power_and_ir_drop,pwr-share-clk,19.2,%
synthesis,synthFlopType,"edfxtp_1",
synthesis,ys_ff,94,
cells_and_area,syn_to_final_growth,17.1,%
sta,rsz0062_at_grt,"no",
critical_path,path_max_fanout,17,
sta,drv_slew,0,
power_and_ir_drop,p_int,1780,uW
routing,via_per_inst,5.14,
clocking,clock_sinks,94,
power_and_ir_drop,comb_power_share,35.0,%
routing,totalWireLength,6520,um
cells_and_area,fill_cells,790,
routing,vias,1978,
clocking,post_cts_resized,0,
floorplanning,chipWidth,100,um
-- worst paths after layout --
| path | slack (ps) | from | end | cells after the start |
|---|---|---|---|---|
| setup / recovery | 1330 | rrst_n | rdata[3] | 4 |
| hold / removal | 350 | s2.q1[2]$_DFF_PN0_ | s2.q2[2]$_DFF_PN0_ | 0 |
| setup reg to reg | 2750 | s2.q2[2]$_DFF_PN0_ | s9.fifo_ram[6][3]$_DFFE_PP_ | 5 |
| hold reg to reg | 350 | s2.q1[2]$_DFF_PN0_ | s2.q2[2]$_DFF_PN0_ | 0 |
| max in group clk1 | 2580 | winc | s9.fifo_ram[6][3]$_DFFE_PP_ | 4 |
| max in group asynchronous | 3500 | rrst_n | s2.q2[3]$_DFF_PN0_ | 2 |
| min in group clk1 | 350 | s1.q1[3]$_DFF_PN0_ | s1.q2[3]$_DFF_PN0_ | 0 |
| min in group asynchronous | 1090 | wrst_n | s8.wptr[1]$_DFFE_PN0P_ | 1 |
-- sequential cells by signal, summed over array words and instances (netlist names) --
signal / cells
s7.raddr: 3
s2.q1: 4
s1.q1: 4
s7.rptr: 4
s1.q2: 4
s8.waddr: 3
s9.fifo_ram: 64
s8.wptr: 4
s2.q2: 4
-- power groups by stage --
stage	Sequential [uW]	Combinational [uW]	Clock, uW
CTS	1210	939	529
global route	1240	1020	566
finish	1210	924	508
-- cell families (layout without fill, tap and decap cells) --
group / count (synthesis) / in the layout / share of synthesized area [%]
compound gates: 23 / 23 / 4.95
mux: 26 / 26 / 12.0
buf+inv: 12 / 55 / 1.29
simple gates: 36 / 36 / 6.18
xor+xnor: 18 / 18 / 5.18
fa+ha+maj: 4 / 4 / 1.29
flops: 94 / 94 / 69.1
-- layout make-up --
cell class,instances,share of cell area (%)
clock inverters,6,1.24
clock buffers,14,3.81
multi-input cells,107,25.7
flip-flops and latches,94,59.0
repair buffers,31,6.35
inverters,4,0.331
well taps,129,3.56
-- layout by cell type (no fill, tap or decap), drive strengths merged, types with 4 or more instances in the layout --
master | synthesis | routed
xor2 | 5 | 5
nor3b | 8 | 8
clkinv | 0 | 4
o21ai | 4 | 4
inv | 4 | 4
mux2i | 10 | 10
clkdlybuf4s50 | 0 | 22
ha | 4 | 4
buf | 5 | 9
nand2 | 4 | 4
edfxtp | 64 | 64
dfrtp | 30 | 30
mux4 | 16 | 16
clkbuf | 3 | 14
xnor2 | 10 | 10
nor2 | 5 | 5
-- stage by stage --
| step | utilization [%] | hold slack, ps | total power, uW | setup WS (ps) | cell area [um^2] |
|---|---|---|---|---|---|
| floorplan | - | 331 | 1840 | 2580 | 3870 |
| global placement | 46.3 | 332 | 2150 | 1290 | 4300 |
| detailed placement | 46.3 | 336 | 2160 | 1260 | 4300 |
| CTS | 48.8 | 354 | 2680 | 1260 | 4530 |
| global route | 48.8 | 359 | 2820 | 1130 | 4530 |
| finish | 48.8 | 351 | 2640 | 1330 | 4530 |
-- layer usage --
layer / up-vias / GRT usage (%) / share of wire (%)
met2: 80 / 22.0 / 47
met1: 977 / 23.2 / 42
li1: 912 / - / -
met5: - / 0 / 0
met3: 9 / 8.64 / 9.9
met4: 0 / 1.90 / 1.1
-- synth_stat cells, types with 2 or more instances --
library cell	count	share of area [%]
o41ai_1	2	0.45
nor2_1	5	0.49
nand2_1	4	0.39
buf_2	4	0.52
dfrtp_1	30	19
clkbuf_1	3	0.29
mux4_2	16	9.3
a221oi_1	2	0.45
mux2i_1	9	2.3
and2_1	2	0.32
o21ai_0	3	0.39
xnor2_1	10	2.3
ha_1	4	1.3
nor3b_1	8	1.6
xor2_1	5	1.1
nor4b_1	2	0.45
nand3b_1	3	0.58
o211a_1	2	0.52
inv_1	4	0.39
a211oi_1	3	0.58
and3_1	3	0.49
o211ai_1	2	0.39
edfxtp_1	64	50
xnor3_1	2	1.2
a21oi_1	2	0.26
-- worst max-delay path: cells and delay by family --
family | cells | cell delay, ps
buf+inv | 3 | 1590
simple gates | 1 | 200
No activity file was given, so power comes from the tool's default toggle rates.
